==> design/flow/run.sh <==
#!/bin/bash
# OpenROAD 26Q1-2900-gdf79404cd8, Yosys 0.63+post, stock flow scripts
make -C /OpenROAD-flow-scripts/flow DESIGN_CONFIG=/design/flow/config.mk WORK_HOME=/design/flow/orfs finish
==> design/flow/config.mk <==
export PLATFORM = sky130hd
export DESIGN_NAME = seven_seg_ar
export DESIGN_NICKNAME = seven_seg_ar
export VERILOG_FILES = /design/flow/design.v
export SDC_FILE = /design/flow/constraint.sdc
export NUM_CORES = 4
export LEC_CHECK = 1
export CORE_AREA = 10 10 70 70
export DIE_AREA = 0 0 80 80
==> design/flow/constraint.sdc <==
current_design seven_seg_ar

set clk_period 1.3
set clk_io_pct 0.2

create_clock -name clk0 -period $clk_period

set non_clock_inputs [all_inputs -no_clocks]
set_input_delay [expr $clk_period * $clk_io_pct] -clock clk0 $non_clock_inputs
set_output_delay [expr $clk_period * $clk_io_pct] -clock clk0 [all_outputs]
==> design/flow/design.v <==
module seven_seg_ar(input logic [3:0] s_1, s_2,
	output logic [6:0] seg_1, seg_2);
	assign seg_1 = seg_decoder(s_1);
	assign seg_2 = seg_decoder(s_2);
		function automatic logic [6:0] seg_decoder(input logic[3:0] sw);
		case(sw)
			4'b1111: seg_decoder =	7'b1000000;	 
			4'b1110: seg_decoder =	7'b1111001;	 
			4'b1101: seg_decoder =	7'b0100100;	 
			4'b1100: seg_decoder =	7'b0110000;	 
			4'b1011: seg_decoder =	7'b0011001;	 
			4'b1010: seg_decoder =	7'b0010010;	 
			4'b1001: seg_decoder =	7'b0000010;	 
			4'b1000: seg_decoder =	7'b1111000;	 
			4'b0111: seg_decoder =	7'b0000000;	 
			4'b0110: seg_decoder =	7'b0010000;	 
			4'b0101: seg_decoder =	7'b0001000;	 
			4'b0100: seg_decoder =	7'b0000011;	 
			4'b0011: seg_decoder =	7'b1000110;	 
			4'b0010: seg_decoder =	7'b0100001;	 
			4'b0001: seg_decoder =	7'b0000110;	 
			4'b0000: seg_decoder =	7'b0001110;	 
			default: seg_decoder =	7'b1111111;  
		endcase
	endfunction
endmodule
==> impl_metrics.json <==
{
  "status": "finished, violations left",
  "violations": "setup timing",
  "hold_path_depth": 4,
  "drtIter0Drc": 17,
  "critical_path_required_ns": 1.04,
  "setup_tns_ns": -1.23,
  "synth_area_leader_cell": "ha_1",
  "rows": 21,
  "syn_area_um2": 539,
  "yosys_area_um2": 539,
  "place.gp.congestion": 0.818,
  "avgSynthCellArea_um2": 8.99,
  "drv_cap": 0,
  "die_x_um": 80,
  "holdCritPathClass": "in2out",
  "ys_cells": 60,
  "fillers": 331,
  "power_density_nw_per_um2": 296,
  "fp_util": 0.158,
  "tightestPinTransition_ns": 0.178,
  "placed_area_um2": 905,
  "fin_crit_ns": 1.51,
  "flop_area_um2": 0,
  "leakagePower_nw": 0.558,
  "grt_setup_unrepaired": "yes",
  "slew-limit-headroom": 0.878,
  "finalWirelength_um": 2020,
  "slew_viol_final": 0,
  "end_kind": "primary output",
  "fmaxAchievable_mhz": 660,
  "grt.total_usage": 0.0544,
  "flop-count": 0,
  "postCtsHoldBufs": 0,
  "grt_pass1_wl_um": 3040,
  "dr.pass1.iters": 2,
  "finalSetupViolations": 12,
  "final_area_um2": 1220,
  "whs_endpoint": "seg_1[1]",
  "synthMostInstantiatedCell": "ha_1",
  "fp.coreArea_um2": 3420,
  "critPathMaxFanout": 4,
  "netlist_top_cells_area": "ha_1, mux2i_1, mux4_2, buf_6, inv_1",
  "via_per_inst": 4.13,
  "ant_nets": 0,
  "io_buffers": 22,
  "whs_ns": 0.885,
  "syn_inst": 60,
  "worstPathArrival_ns": 1.25,
  "die_area_um2": 6400,
  "worst_slack_ns": -0.215,
  "grt_max_degree": 10,
  "synth_cell_type_count": 17,
  "vdd_ir_drop_max_uv": 103,
  "antenna_found_initial": 0,
  "warnings": 46,
  "detailed_place_hpwl_um": 1270,
  "hold_violations": 0,
  "hp-start": "s_1[1]",
  "drcViolationCount": 0,
  "ys_seq_share": 0,
  "yosysWarnings": 1,
  "yosysTopAreaCellShare": 0.325,
  "die_y_um": 80,
  "layout-drive-gt1-share": 0.748,
  "finalClockPeriodUsage": 1.17,
  "place_ws_ns": -1.01,
  "ios": 22,
  "overflow": 0,
  "wl_per_cell_um": 12.9,
  "synthTopCellsByCount": "ha_1, mux2i_1, inv_1",
  "start_kind": "input pin",
  "worstSetupPathType": "in2out",
  "grt_pass1_vias": 621,
  "area_growth_pct": 127,
  "n_antenna_cell": 0,
  "routed-via-count": 648,
  "n_clock_buffer": 0
}
## worst max-delay path, cell delays in order
cell and delay, ns:
buf_8 0.09, inv_8 0.04, ha_4 0.26, inv_2 0.03, mux4_2 0.45, buf_2 0.14
## per-layer routing
layer / part of all wire / vias to the layer above / routed length [um] / track usage
li1: - / 325 / - / -
met2: 0.52 / 3 / 1050 / 0.0947
met1: 0.47 / 320 / 949 / 0.0769
met4: 0 / 0 / 0 / 0
met3: 0.012 / 0 / 24 / 0.00114
met5: 0 / - / 0 / 0
## worst max path at each step
stage          end  cells after the start  slack, ns  startpoint
6_report  seg_2[3]                      6      -0.21      s_2[1]
4_1_cts   seg_2[3]                      6      -0.20      s_2[0]
5_1_grt   seg_2[3]                      6      -0.24      s_2[1]
## final cells by class
cell class | count | area, um^2 | share of cell area
inverters | 6 | 45.0 | 0.0368
multi-input cells | 49 | 641 | 0.524
well taps | 46 | 57.6 | 0.0471
repair buffers | 56 | 479 | 0.392
## cells by family after synthesis
logic type,after synthesis,synth area share
compound gates,11,0.135
fa+ha+maj,14,0.325
buf+inv,11,0.116
mux,14,0.306
simple gates,10,0.118
## power breakdown
part           internal [mW]  switching, mW
Combinational          0.213          0.149
Clock                      0              0
Sequential                 0              0
Total                  0.213          0.149
## through the flow
stage / total power [mW] / utilization / instances
finish: 0.362 / 0.358 / 157
global placement: 0.268 / 0.265 / 140
global route: 0.393 / 0.358 / 157
CTS: 0.313 / 0.324 / 151
floorplan: 0.109 / - / 60
detailed placement: 0.270 / 0.265 / 140
## placed cells by master (no fill, tap or decap), types with 2 or more instances in the layout
cell type,synthesis,layout
buf_2,2,16
buf_4,1,17
buf_6,2,16
buf_8,0,5
ha_2,0,4
ha_4,0,9
inv_2,0,2
inv_8,0,2
mux2i_1,12,11
mux4_2,2,2
nand3_1,4,4
nand3b_1,2,2
o21ai_1,0,3
or3b_1,2,2
## repair_timing
item | CTS | global route
setup endpoints to repair | 14 | 14
pin swaps | 9 | 11
gates resized | 126 | 18
buffers inserted | 11 | 6
Power and IR drop assume default switching activity.
