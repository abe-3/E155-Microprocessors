File: /design/flow/design.v
module display_mux_ar(
	input logic clk, reset,
	output logic display_select, not_display_select);
	logic [24:0] counter;
	always_ff @(posedge clk, posedge reset) begin
		if (reset) begin
			counter <= 0;
			display_select <= 0;
		end else begin
			if(counter == 25'd200000) begin
				counter <= 0;
				display_select <= ~display_select;  
			end else begin
				counter <= counter + 1;
			end
		end
	end
	assign not_display_select = ~display_select;
endmodule
File: /design/flow/run.sh
#!/bin/bash
# OpenROAD 26Q1-2900-gdf79404cd8, Yosys 0.63+post, stock flow scripts
make -C /OpenROAD-flow-scripts/flow DESIGN_CONFIG=/design/flow/config.mk WORK_HOME=/design/flow/orfs finish
File: /design/flow/config.mk
export PLATFORM = sky130hd
export DESIGN_NAME = display_mux_ar
export DESIGN_NICKNAME = display_mux_ar
export VERILOG_FILES = /design/flow/design.v
export SDC_FILE = /design/flow/constraint.sdc
export NUM_CORES = 4
export LEC_CHECK = 1
export CORE_AREA = 10 10 105 105
export DIE_AREA = 0 0 115 115
File: /design/flow/constraint.sdc
current_design display_mux_ar

set clk_period 5.2
set clk_io_pct 0.2

create_clock -name clk0 -period $clk_period [get_ports {clk}]

set non_clock_inputs [all_inputs -no_clocks]
set_input_delay [expr $clk_period * $clk_io_pct] -clock clk0 $non_clock_inputs
set_output_delay [expr $clk_period * $clk_io_pct] -clock clk0 [all_outputs]
==> Slide: Implementation Results <==
Key Metrics from the Run

Setup path
  • Worst R2R Start: counter[7]$_DFF_PP0_
  • Crit Path Category: reg2out
  • Worst Setup Start Kind: flop
  • Worst-path maximum fanout: 2
  • Crit path capture type: primary output
  • CP peak stage delay: approximately 460 ps
  • Critical-path cell list: inv_1 > clkdlybuf4s50_1
  • Critical path required time: 4160 ps
  • WP data arrival: 1200 ps
  • Setup slack, reg-to-reg: around 3300 ps
  • RR Endpoint: display_select$_DFFE_PP0N_
  • CP max-delay cell: clkdlybuf4s50_1
  • R2r worst-path depth: 3

Floorplan
  • Io pins: 4
  • Fp util: between 10% and 20%
  • Die area: ~13000 sq um
  • Row count: 34
  • Die X: ~120 um
  • Die Span Y: approximately 120 um
  • Core Box Area: ~8800 sq um

Hold path
  • Hold Path Sink: counter[24]$_DFF_PP0_
  • Worst Hold Launch: counter[24]$_DFF_PP0_
  • WHS Path Cells: 1
  • HP Class: reg2reg

Synth
  • Number of enable flip-flop cells: 0
  • Post-synth seq share: a little over 50%
  • Synth top area cells: dfrtp_1 (50%), xnor2_1 (8.1%), xor2_1 (6.8%)
  • Most instantiated library cell after synthesis: dfrtp_1
  • Cells after Synth: 121
  • Synth cell count leaders: dfrtp_1 (26), xnor2_1 (12), xor2_1 (10)
  • Count of cell types in the netlist: 28
  • AO/OA Area Share: about 1.6%
  • Synth top area share: between 50 and 60%
  • Post-synth top area cell: dfrtp_1
  • Main flop type: dfrtp_1
  • Yosys cell count: around 120
  • Xor+xnor area frac: 14.9%
  • Synth mux share: 0%
  • Cell area after synthesis: 1290 sq um
  • Simple share: a little over a quarter
  • Post-synth ARST share: around 100%
  • Synth Warn #: 1
  • Main logic family: simple AND/OR/NAND/NOR gates
  • Post-synth regs: 26
  • Post-synthesis average cell area: about 11 sq um
  • Adder-cell share of the synthesized area: roughly 1.9%
  • Yosys Chip Area: 1290 sq um

Route
  • Routed wire length: 2.11 mm
  • Drt pass-1 iters: 4
  • DRC: 0
  • Vias after detailed routing: approximately 810
  • Vias per Instance: ~3.5
  • DR WL/cell: about 9.0 um
  • DRT antenna net count: 0
  • Antenna cells: 0
  • DRT iter0 DRCs: 56

Power
  • Worst VDD drop: roughly 90 uV
  • Final Power: 334 uW
  • Leakage: approximately 0.64 nW
  • Pwr dens: approximately 220 nW/um^2

Placed design
  • Port-buffer cells: 3
  • Gp weighted congestion: between 0.8 and 0.9
  • HPWL Detailed: roughly 1.5 mm

Timing
  • Fmax: 446 MHz
  • Measured slew at the worst slew-check pin: 617 ps
  • Worst slew margin: between 50% and 60%
  • Final hold viol count: 0
  • Final period util: between 40% and 50%
  • Final min period: about 2200 ps
  • Final Skew: 1.28 ps
  • Max Slew Vio Count: 0
  • Unrepaired setup endpoints after global routing: no
  • Setup_tns: 0 ps
  • Setup-failing EPs final: 0

Finish
  • Area grow syn2layout: 16.1%
  • Share of post-route cells with drive strength above 1: 9.52%
  • Fillers: about 970

Global routing
  • Vias in the first global route: approximately 870
  • Global route overflow: 0
  • Total GRT Usage: around 3.4%
  • First-pass GRT wire length: 3.97 mm
  • Initial antenna violation count: 0
  • Largest net degree at the start of global routing: 27

Clock tree
  • CTS Buf Count: 3
  • Hold buffer count at cts: 0
  • CTS clk-pin slew, worst paths: 80 ps
  • Root Driver: clkbuf_8
  • Worst-Skew Late Latency: around 260 ps
  • Postcts setup bufs: 0
  • H-tree lvl count: 1
  • Post-CTS Resized: 0
  • CTS tree: yes
  • Clock sink count: 26
  • Clock Path Buffers: 2

Job
  • Tool warnings: 26
  • Max-cap viol count: 0

Run status
  • Outcome: finished clean
-- worst max-delay path by stage --
stage / endpoint / startpoint / slack (ps)
finish: not_display_select / display_select$_DFFE_PP0N_ / 2960
global route: not_display_select / display_select$_DFFE_PP0N_ / 2910
CTS: not_display_select / display_select$_DFFE_PP0N_ / 2940
-- report_power, final --
part / internal, mW / switching, mW
combinational: 0.00120 / 0.00390
clock: 0.0675 / 0.0592
sequential: 0.202 / 0
-- layer usage --
metal | vias up | global-route usage [%] | routed length [um]
met5 | - | 0 | 0
met4 | 0 | 0.660 | 34
met3 | 2 | 0.211 | 26
met2 | 4 | 5.14 | 959
met1 | 375 | 5.36 | 1090
li1 | 430 | - | -
-- through the flow --
step	instance area, sq um	std cells	setup slack, ps	hold WS, ps	utilization [%]
after floorplan	1290	121	3560	443	-
after global placement	1440	230	3250	463	16.5
after detailed placement	1440	230	3250	470	16.5
after CTS	1500	234	2940	483	17.1
after global routing	1500	234	2910	512	17.1
final	1500	234	2960	476	17.1
-- logic make-up after synthesis --
| group | count (synthesis) |
|---|---|
| and+or+nand+nor | 56 |
| DFF | 26 |
| xor gates and xnor gates | 22 |
| buffers and inverters | 11 |
| AOI/OAI and AO/OA | 4 |
| adders and majority gates | 2 |
-- registers in the layout, summed over array words and instances (netlist names) --
register,cells
display_select,1
counter,25
-- cell usage in the layout, fill, tap and decap left out, types with 2 or more instances in the layout --
cell and instances:
nand3_1 8, or3_1 3, o21ai_0 2, dfrtp_1 26
ha_1 2, nor4_4 2, nor4_1 3, nor4b_1 2
nor3_1 6, nand4_1 7, clkbuf_8 4, and3_1 2
a21oi_1 2, clkdlybuf4s50_1 3, xnor2_1 12, nand2_1 6
inv_1 8, nor2_1 9, xor2_1 10
-- area by class of cell --
type | count | area (sq um) | share of cell area (%)
Tap cell | 108 | 135 | 9.02
Sequential cell | 26 | 651 | 43.4
Multi-Input combinational cell | 84 | 591 | 39.4
Inverter | 8 | 30.0 | 2.00
Timing Repair Buffer | 4 | 37.5 | 2.50
Clock buffer | 4 | 55.1 | 3.67
-- worst max-delay path: cells and delay by family, from the launching register on --
| kind | cells | cell delay [ps] |
|---|---|---|
| buffers and inverters | 2 | 540 |
| DFF | 1 | 390 |
No activity file was given, so power comes from the tool's default toggle rates.
