<file path="design.v">
module leds_ar(input logic clk, reset,
	input logic [3:0] s,
	output logic [2:0] led);
	logic [24:0] counter;
	assign led[0] = ~s[0] ^ ~s[1];	 
	assign led[1] = ~s[2] & ~s[3];	 
	always_ff @(posedge clk, posedge reset) begin
		if (reset) begin
			led[2] <= 0;
			counter <= 0;
		end else begin
			if(counter == 25'd5000000) begin
				led[2] <= ~led[2]; 
				counter <= 0;
			end else begin
			counter <= counter + 25'd1;
			end
		end
	end
endmodule
</file>
<file path="run.sh">
#!/bin/bash
# OpenROAD 26Q1-2900-gdf79404cd8, Yosys 0.63+post, stock flow scripts
make -C /OpenROAD-flow-scripts/flow DESIGN_CONFIG=/design/flow/config.mk WORK_HOME=/design/flow/orfs finish
</file>
<file path="config.mk">
export PLATFORM = sky130hd
export DESIGN_NAME = leds_ar
export DESIGN_NICKNAME = leds_ar
export VERILOG_FILES = /design/flow/design.v
export SDC_FILE = /design/flow/constraint.sdc
export NUM_CORES = 4
export LEC_CHECK = 1
export CORE_UTILIZATION = 30
</file>
<file path="constraint.sdc">
current_design leds_ar

set clk_period 3.2
set clk_io_pct 0.2

create_clock -name clk0 -period $clk_period [get_ports {clk}]

set non_clock_inputs [all_inputs -no_clocks]
set_input_delay [expr $clk_period * $clk_io_pct] -clock clk0 $non_clock_inputs
set_output_delay [expr $clk_period * $clk_io_pct] -clock clk0 [all_outputs]
</file>
==> changes_impl.md <==
### Changed

* Critical Path Fanout Max at 1
* Grt total ovfl at 0
* Resized cells post-CTS at 0
* HP Class: register to register
* Ports at 9
* Top Layout Cells: 26 x dfrtp_1, 13 x xnor2_1, 10 x nor2_1, 9 x nand3_1, 9 x xor2_1
* WS Path Type: input port to primary output
* Core footprint at 0.00406 sq mm
* Endpoints failing hold at 0
* Slew headroom at 55.5%
* Post-detail-place hpwl at 1590 microns
* Unrepaired setup endpoints after global routing: no
* Cells after Synth at 120
* DR WL met2 at 954 microns
* Yosys Instances at 120
* Row Count at 23
* Most frequent CP cell: clkdlybuf4s50_1
* Count of final setup violators at 0
* Pre-placement core utilization at 31.5%
* Number of buffers created by CTS at 3
* Async set-reset flop share out of synthesis at 100%
* Max Cap Viol at 0
* Syn avg cell area at 10.6 sq um
* Final wirelength at 2220 microns
* F_max at 420 MHz
* Int Pwr at 505 uW
* Area delta synth->final at 17.0%
* EDFF count, synth at 0
* Pins Over Slew Limit at 0
* Switching share of power at 17.5%
* Worst Hold Slack at 0.471 ns
* Total GRT Usage at 11.8%
* OpenROAD warning count at 26
* Skew final at 0.00619 ns
* Leakage power at 0.634 nW
* Worst-path clk slew at 0.09 ns
* Slowest cell on crit path: clkdlybuf4s50_1
* First-pass GRT wire length at 3920 microns
* P_sw at 107 uW
* Highest-count logic cell in the final layout: dfrtp_1
* Status: finished, final reports clean
* CP Launch Type: input port
* DIE WIDTH at 67.3 microns
* Seq share, synth at 50.9%
* Top_reg_cell synth: dfrtp_1
* Top cells by area, synth: dfrtp_1 51%, xnor2_1 8.9%, xor2_1 6.2%
* Post-Syn Area at 0.00128 sq mm
* Slowest stage delay, CP at 0.48 ns
* Post-route minimum period at 2.38 ns
* Initial antenna violation count at 0
* Metal-1 WL at 1070 microns
* Vert. Die Dim at 67.3 microns
* Vias per cell at 5.02
* Peak VDD IR at 0.000338 V
* Initial DRC count at 55
* Seq pwr share at 53.6%
* Post-CTS Setup Inserts at 0
* Yosys top cell area share at 50.9%
* H-Tree Depth at 1
* PD cells at 410 mW/mm^2
* DRC at 0
* Via Count at 914
* Clk sinks at 26
* Netlist cell types at 28
* Routed length per instance at 12.2 microns
* Latency at later pin at 0.27 ns
* Final period utilization at 74.3%
* Total power at 613 uW
* Worst EP required at 2.56 ns
* Yosys warning count at 1
* Root Driver: clkbuf_8
* Final RePlAce weighted congestion at 0.799
* Port bufs at 8
* Inserted Diodes at 0
* Yosys stat chip area at 0.00128 sq mm
* Clk buf depth at 2
* CTS tree: yes
* Comb power frac at 2.9%
* Actual slew at the worst max-slew pin at 0.663 ns
* Drt first pass iters at 5
* Largest net degree at the start of global routing at 27
* Ratio of cells with drive above 1 in the final layout at 9.09%
* Crit end category: primary output
* Clock power frac at 43.6%
* Routed Antenna Nets at 0
* Vias in the first global route at 858
* Hold_buf cts at 0
* Routed wl met3 at 182 microns
* Ys flops at 26
* Die ar. at 0.00452 sq mm
* Highest routed layer: met4
* CP arrival at 1.74 ns
* Fin Setup TNS at 0 ns
* CP cell instances: clkdlybuf4s50_1, xor2_1, clkdlybuf4s50_1
* Cell taking the most area after synthesis: dfrtp_1
-- cell families after synthesis --
| kind of cell | count (synthesis) | synth area share [%] |
|---|---|---|
| xor gates and xnor gates | 22 | 15.1 |
| AOI/OAI and AO/OA | 6 | 3.33 |
| DFF | 26 | 50.9 |
| adders and majority gates | 2 | 1.96 |
| buffers and inverters | 6 | 2.06 |
| and+or+nand+nor | 58 | 26.6 |
-- registers in the layout (all words and copies together) (netlist names) --
signal   flops
led          1
counter     25
-- per-stage QoR --
step | util [%] | area, sq um | std cells | setup WS (ns)
6_report | 36.8 | 1500 | 182 | 0.821
5_1_grt | 36.8 | 1500 | 182 | 0.782
4_1_cts | 36.8 | 1500 | 182 | 0.807
3_5_place_dp | 35.1 | 1420 | 178 | 0.813
3_3_place_gp | 35.1 | 1420 | 178 | 0.845
2_1_floorplan | - | 1280 | 120 | 1.45
-- power groups by stage --
stage | Clock (mW) | Combinational, mW | Sequential, mW
after CTS | 0.277 | 0.0185 | 0.328
after global routing | 0.291 | 0.0204 | 0.328
final | 0.267 | 0.0175 | 0.328
-- cells in the mapped netlist, drive strengths merged, types with 2 or more instances --
cell	number
a21oi	2
and2	2
and3	4
and4	3
dfrtp	26
ha	2
inv	4
nand2	7
nand3	9
nand4	9
nor2	10
nor3	3
nor4	4
nor4b	2
o21ai	2
or3	2
xnor2	13
xor2	9
-- cell type report --
cell class	count	area, sq um
Fill cell	376	2560
Sequential cell	26	651
Multi-Input combinational cell	88	601
Timing Repair Buffer	10	95.1
Tap cell	50	62.6
Clock buffer	3	41.3
Clock inverter	1	30.0
Inverter	4	15.0
-- final timing paths --
check	startpoint	to	slack, ns	cells after the start
setup / recovery	s[0]	led[0]	0.82	3
hold / removal	led[2]$_DFFE_PP0N_	led[2]$_DFFE_PP0N_	0.47	1
setup reg to reg	counter[0]$_DFF_PP0_	counter[9]$_DFF_PP0_	1.04	6
hold reg to reg	led[2]$_DFFE_PP0N_	led[2]$_DFFE_PP0N_	0.47	1
max in group asynchronous	reset	counter[10]$_DFF_PP0_	2.24	3
min in group asynchronous	reset	led[2]$_DFFE_PP0N_	0.71	3
-- metal layers --
metal  GRT usage [%]  vias to the layer above
li1                -                      457
met1            17.9                      424
met2            17.9                       31
met3            2.91                        2
met4            1.06                        0
met5               0                        -
-- critical path: cells and delay by family --
kind,cells,cell delay [ns]
buffers and inverters,2,0.95
xor gates and xnor gates,1,0.15
Power is estimated from default activity; no workload was simulated.
